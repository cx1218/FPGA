==> flow/design.v <==
module FSM_KEY#(parameter TIME_20MS = 1_000_000, width = 1)(
    input                           clk     ,
    input                           rst_n   ,
    input        [width - 1:0]      key_in  ,        
    output reg   [width - 1:0]      key_out          
);
    reg     [19:0]              cnt     ;
    wire                        add_cnt ;
    wire                        end_cnt ;
    reg     [width - 1:0]       key_r0  ;    
    reg     [width - 1:0]       key_r1  ;    
    wire                        nedge   ;    
    wire                        podge   ;    
    parameter   IDLE    =   4'b0001,
                DOWN    =   4'b0010,
                HOLD    =   4'b0100,
                UP      =   4'b1000;
    wire                idle2down   ;
    wire                down2idle   ;    
    wire                down2hold   ;    
    wire                hold2up     ;
    wire                up2idle     ;
    reg     [3:0]       state_c     ;
    reg     [3:0]       state_n     ;
    always @(posedge clk or negedge rst_n)begin
        if(!rst_n)begin
            cnt <= 20'b0;
        end
        else if(add_cnt)begin
            if(end_cnt)begin
                cnt <= 20'b0;
            end
            else begin
                cnt <= cnt + 1'b1;
            end
        end
        else begin
            cnt <= 20'b0;
        end
    end
    assign add_cnt = state_c == DOWN || state_c == UP;
    assign end_cnt = add_cnt && cnt == TIME_20MS - 1;
    always @(posedge clk or negedge rst_n)begin
        if(!rst_n)begin
            key_r0 <= {width{1'b1}};        
            key_r1 <= {width{1'b1}};
        end
        else begin
            key_r0 <= key_in;
            key_r1 <= key_r0;
        end
    end
    assign nedge = |(~key_r0 & key_r1) ;
    assign podge = |(key_r0 & ~key_r1) ;
    always @(posedge clk or negedge rst_n)begin
        if(!rst_n)begin
            state_c <= IDLE;
        end
        else begin
            state_c <= state_n;
        end
    end
    always @(*)begin
        case(state_c)
            IDLE    :   if(idle2down)
                            state_n = DOWN;
                        else 
                            state_n = state_c;
            DOWN    :   if(down2idle)
                            state_n = IDLE;
                        else if(down2hold)
                            state_n = HOLD;
                        else 
                            state_n = state_c;
            HOLD    :   if(hold2up)
                            state_n = UP;
                        else 
                            state_n = state_c;
            UP      :   if(up2idle)
                            state_n = IDLE;
                        else 
                            state_n = state_c;
            default :   state_n = state_c;
        endcase
    end
    assign idle2down = state_c == IDLE && nedge;
    assign down2idle = state_c == DOWN && end_cnt && (&key_r0)  ;
    assign down2hold = state_c == DOWN && end_cnt && (~(&key_r0)) ;
    assign hold2up   = state_c == HOLD && podge ;
    assign up2idle   = state_c == UP   && end_cnt ;
    always @(posedge clk or negedge rst_n)begin
        if(!rst_n)begin
            key_out <= {width{1'b0}};
        end
        else if(hold2up)begin
            key_out <= ~key_r1;
        end
        else begin
            key_out <= {width{1'b0}};
        end
    end
endmodule
==> flow/run.sh <==
#!/bin/bash
# OpenROAD 26Q1-2900-gdf79404cd8, Yosys 0.63+post, stock flow scripts
make -C /OpenROAD-flow-scripts/flow DESIGN_CONFIG=/design/flow/config.mk WORK_HOME=/design/flow/orfs finish
==> flow/config.mk <==
export PLATFORM = sky130hd
export DESIGN_NAME = FSM_KEY
export DESIGN_NICKNAME = FSM_KEY
export VERILOG_FILES = /design/flow/design.v
export SDC_FILE = /design/flow/constraint.sdc
export NUM_CORES = 4
export LEC_CHECK = 1
export CORE_AREA = 10 10 91 91
export DIE_AREA = 0 0 101 101
==> flow/constraint.sdc <==
current_design FSM_KEY

set clk_period 4.4
set clk_io_pct 0.2

create_clock -name clk0 -period $clk_period [get_ports {clk}]

set non_clock_inputs [all_inputs -no_clocks]
set_input_delay [expr $clk_period * $clk_io_pct] -clock clk0 $non_clock_inputs
set_output_delay [expr $clk_period * $clk_io_pct] -clock clk0 [all_outputs]
==> ci_impl_report.md <==
### Metrics collected by this job

| Metric | Value |
|---|---|
| Biggest area contributors in the synthesized netlist | `sky130_fd_sc_hd__dfrtp_1 48%, sky130_fd_sc_hd__xnor2_1 6.9%, sky130_fd_sc_hd__dfstp_2 6.2%` |
| HPWL reported at the end of detailed placement | `1470 um` |
| Synthesized area divided by synthesized cell count | `10.3 um2` |
| Routed vias/inst | `4.23` |
| Global placer's final weighted congestion | `0.794` |
| Design Power | `0.395 mW` |
| Clock transition at the registers of the reported paths | `0.09 ns` |
| Class of the most critical setup path | `register to output pin` |
| Post-synthesis chip area from yosys | `1260 um2` |
| Total clock buffers created by CTS | `3` |
| Post-Syn Instances | `123` |
| Post CTS Setup Buffer Count | `0` |
| Power per Cell Area | `275 nW/um2` |
| Final period util | `44.4%` |
| Sequential power share | `63.4%` |
| Required @ worst endpoint | `3.52 ns` |
| Final Instance Area | `1440 um2` |
| Chain of cells forming the critical path | `clkdlybuf4s50_1` |
| Post-cts sizing count | `0` |
| Pleak | `0.539 nW` |
| Clock tree root buffer cell | `sky130_fd_sc_hd__clkbuf_8` |
| Combinational power share | `1.9%` |
| Count of instantiated cells in the yosys netlist | `123` |
| Cell type group with the largest total delay on the critical path | `buffers and inverters` |
| Area of the die | `10200 um2` |
| Worst setup margin | `2.45 ns` |
| Switching pwr | `0.0795 mW` |
| Unrepaired setup endpoints after global routing | `false` |
| Crit path buffers/inverters | `1` |
| Number of global-route vias before repair | `866` |
| Count of different cell masters after synthesis | `30` |
| Skew final | `0.00696 ns` |
| Total number of placement rows | `29` |
| Endpoint arrival time on the critical path | `1.07 ns` |
| Core box area | `6350 um2` |
| Fin. max-slew vios | `0` |
| Post-placement setup slack | `2.56 ns` |
| CP Capture Type | `output pin` |
| Routed Antenna Nets | `0` |
| Rel. slew slack | `71.0%` |
| Global-route wire length before repair | `3860 um` |
| Share of total power in the clock network | `34.6%` |
| Class of the tightest hold or removal check | `register to register` |
| Wirelength, routed | `2130 um` |
| Via count | `871` |
| Clock sink total | `27` |
| Port-buffer cells | `3` |
| Count of flip-flops with a built-in enable after synthesis | `0` |
| Area occupied by registers | `679 um2` |
| Die height | `101 um` |
| Number of logged tool warnings | `25` |
| Share of the core filled with cells | `22.6%` |
| Area leader share | `47.5%` |
| Horizontal die dimension | `101 um` |
| Main flop type after synthesis | `sky130_fd_sc_hd__dfrtp_1` |
| WL per Instance | `10.3 um` |
| Area of the mapped netlist | `1260 um2` |
| Pre-Place Util | `19.9%` |
| Post-synth top area cell | `sky130_fd_sc_hd__dfrtp_1` |
| Hold_buf cts | `0` |
| H-tree depth | `1` |
| Count of TritonRoute iterations in the first routing pass | `4` |
| Final hold violation count | `0` |
| Ys async rst share | `100%` |
| Number of warnings reported in the yosys synthesis log | `1` |
| Gr ovfl total | `0` |
| Tot GR Track Use | `4.35%` |
| Total inserted antenna cells | `0` |
| Number of antenna violations at the first check in global routing | `0` |
| Placed Instances | `202` |
| Highest Clock Rate | `0.512 GHz` |
| Comb. cell area | `554 um2` |
| Slowest stage delay, CP | `0.47 ns` |
| Placed Instance Area | `1390 um2` |
| Number of setup violations in the final report | `0` |
| Measured slew at the worst slew-check pin | `0.435 ns` |
| Maximum ir drop on the vdd rail | `0.199 mV` |
| Clk Latency, worst-skew pair | `0.27 ns` |
| Maximum fanout along the worst path | `1` |
| Cell internal pwr | `0.315 mW` |
| Register share after synthesis | `53.8%` |
| Nature of the critical path startpoint | `register` |
| Final cell count without fillers | `206` |
| TNS Setup | `0 ns` |
| Number of design-rule violations left by the first detailed-router iteration | `47` |
| TritonCTS clock tree | `yes` |
| Proportion of layout cells with a drive suffix above 1 | `10.9%` |
| Filler instances | `659` |
| Fraction of power spent switching nets | `20.1%` |
| Number of buffers on the longest clock path | `2` |
| Count of boundary I/O pins | `4` |
| Clock period minus worst slack | `1.95 ns` |
| Final routed DRC violation total | `0` |
| Tightest hold margin | `0.391 ns` |
| Status | `finished, final reports clean` |
| Synth-to-layout area growth | `13.7%` |
| Maximum number of pins on one net before global-route repair | `28` |
| Register bit count reported by yosys | `27` |
| Slowest stage cell on the critical path | `sky130_fd_sc_hd__clkdlybuf4s50_1` |
| Maxcap violations | `0` |
[power groups by stage]
stage / clock [mW] / sequential [mW] / combinational (mW)
4_1_cts: 0.145 / 0.251 / 0.00809
5_1_grt: 0.154 / 0.251 / 0.00865
6_report: 0.137 / 0.250 / 0.00757
[per-layer routing]
metal  global-route usage, %  share of wire [%]  up-vias
li1                        -                  -      447
met1                    6.11                 51      411
met2                    6.98                 45       11
met3                    1.11                3.4        2
met4                   0.214               0.28        0
met5                       0                  0        -
[cell type report]
| class | count | share of cell area (%) |
|---|---|---|
| Clock buffer | 3 | 2.87 |
| Clock inverter | 1 | 0.348 |
| Inverter | 6 | 1.57 |
| Multi-Input combinational cell | 88 | 38.6 |
| Sequential cell | 27 | 47.3 |
| Tap cell | 77 | 6.71 |
| Timing Repair Buffer | 4 | 2.61 |
[synth_stat cells, types with 2 or more instances]
cell                        n
sky130_fd_sc_hd__nor3_1     3
sky130_fd_sc_hd__nand2_1    8
sky130_fd_sc_hd__dfstp_2    3
sky130_fd_sc_hd__nand3_1    8
sky130_fd_sc_hd__xnor2_1   10
sky130_fd_sc_hd__nor2_1    18
sky130_fd_sc_hd__or4_1      3
sky130_fd_sc_hd__nor4_1     4
sky130_fd_sc_hd__a21oi_1    5
sky130_fd_sc_hd__inv_1      6
sky130_fd_sc_hd__clkbuf_1   2
sky130_fd_sc_hd__o31ai_1    3
sky130_fd_sc_hd__or3_1      2
sky130_fd_sc_hd__and3_1     2
sky130_fd_sc_hd__xor2_1     3
sky130_fd_sc_hd__o21ai_0    5
sky130_fd_sc_hd__or3_4      2
sky130_fd_sc_hd__dfrtp_1   24
[layout by cell type, fill, tap and decap left out, types with 2 or more instances in the layout]
master                            instances
sky130_fd_sc_hd__dfstp_2                  3
sky130_fd_sc_hd__or4_1                    3
sky130_fd_sc_hd__or3_1                    2
sky130_fd_sc_hd__nor4_1                   4
sky130_fd_sc_hd__a21oi_1                  5
sky130_fd_sc_hd__xor2_1                   3
sky130_fd_sc_hd__nor2_1                  18
sky130_fd_sc_hd__nand2_1                  8
sky130_fd_sc_hd__inv_1                    6
sky130_fd_sc_hd__o31ai_1                  3
sky130_fd_sc_hd__o21ai_0                  5
sky130_fd_sc_hd__and3_1                   2
sky130_fd_sc_hd__dfrtp_1                 24
sky130_fd_sc_hd__xnor2_1                 10
sky130_fd_sc_hd__or3_4                    2
sky130_fd_sc_hd__nor3_1                   3
sky130_fd_sc_hd__nand3_1                  8
sky130_fd_sc_hd__clkdlybuf4s50_1          3
sky130_fd_sc_hd__clkbuf_8                 3
[state kept, by name, summed over array words and instances, names as in the netlist]
name     cells
state_c      4
key_r0       1
key_r1       1
cnt         20
key_out      1
[kinds of logic (layout without fill, tap and decap cells)]
kind of cell	count (synthesis)	after routing	synth area share [%]
buffers and inverters	8	14	2.38
flip-flops	27	27	53.8
AND-OR/OR-AND	17	17	8.51
XOR/XNOR	13	13	9.01
adder cells (fa/ha/maj)	1	1	0.990
AND/OR/NAND/NOR	57	57	25.3
[path summary, 6_finish.rpt]
check | from | endpoint | cells past startpoint | slack [ns]
hold reg to reg | key_r0 | key_r1 | 0 | 0.39
max in group asynchronous | rst_n | state_c[0] | 2 | 3.13
setup reg to reg | cnt[0] | cnt[18] | 5 | 2.54
hold / removal | key_r0 | key_r1 | 0 | 0.39
setup / recovery | key_out | key_out[0] | 1 | 2.45
min in group asynchronous | rst_n | state_c[3] | 2 | 0.97
Power is estimated from default activity; no workload was simulated.
