==> ./design.v <==
module LED(
    input               clk     ,
    input               rst_n   ,
    output reg     ld         
);
    reg [25:0]	cnt;  
always@(negedge rst_n or posedge clk)begin
	if(!rst_n)begin
		cnt <= 26'd0; 
		ld <= 1'b1; 
	end
	else if(cnt == 26'd50_000_000-1)begin
		cnt <= 26'd0;
		ld <= ~ld; 
	end 
	else begin
		cnt <= cnt + 26'd1;
		ld <= ld; 
	end
end
endmodule
==> ./run.sh <==
#!/bin/bash
# OpenROAD 26Q1-2900-gdf79404cd8, Yosys 0.63+post, stock flow scripts
make -C /OpenROAD-flow-scripts/flow DESIGN_CONFIG=/design/flow/config.mk WORK_HOME=/design/flow/orfs finish
==> ./config.mk <==
export PLATFORM = sky130hd
export DESIGN_NAME = LED
export DESIGN_NICKNAME = LED
export VERILOG_FILES = /design/flow/design.v
export SDC_FILE = /design/flow/constraint.sdc
export NUM_CORES = 4
export LEC_CHECK = 1
export CORE_AREA = 10 10 103 103
export DIE_AREA = 0 0 113 113
==> ./constraint.sdc <==
current_design LED

set clk_period 4.1
set clk_io_pct 0.2

create_clock -name clk0 -period $clk_period [get_ports {clk}]

set non_clock_inputs [all_inputs -no_clocks]
set_input_delay [expr $clk_period * $clk_io_pct] -clock clk0 $non_clock_inputs
set_output_delay [expr $clk_period * $clk_io_pct] -clock clk0 [all_outputs]
==> flow_summary.yaml <==
# flow metrics
critical_path:
  startpoint_type: "flop"
  crit_buf_inv: 1
  crit_chain: "clkdlybuf4s50_1"
  r2r_slack_ps: 2210
  critPathKind: "reg -> out"
  cp_data_arrival_time_ps: 1280
  end_kind: "output pin"
  max_stage_delay_ps: 550
  r2r_cells: 6
  critPathLaunch: "ld"
  crit_slowest_cell: "dfstp_2"
  path_delay_family: "flip-flops"
  crit_fanout: 2
  rr_startpoint: "cnt[0]"
  cp.required_ps: 3280
  regToRegEndpoint: "ld"
cells_and_area:
  fin_util_pct: 18.42
  final_cell_mix: "dfrtp_1, nand2_1, xor2_1, nand3_1, nor2_1"
  final_cells: 236
  final_layout_size_suffix_gt1_share_pct: 9.160
  final_common_cell: "dfrtp_1"
  areaGrowthSynthToFinish_pct: 13.04
synth:
  ys_types: 34
  avgSynthCellArea_sq_um: 10.65
  yosys-stat-cells: 127
  yosysWarnings: 1
  ys_seq_share_pct: 50.05
  syn-instance-count: 127
  synthesis.area_sq_um: 1353
  yosys_area_sq_um: 1353
  numSynthFlops: 27
timing:
  slew_violations: 0
  finalSetupViolations: 0
  tightest_slew_ps: 411.6
  period_used_pct: 51.16
  timing.final.ws_setup_ps: 2003
  fin_setup_tns_ps: 0
  fmax_mhz: 476.8
  fin_crit_ps: 2097
  slew_headroom_pct: 72.33
  hold_violations: 0
  rsz0062_at_grt: "false"
  finClkSkew_ps: 2.276
job:
  drv_cap: 0
  warnings: 25
status:
  status: "completed"
global_route:
  antenna_found_initial: 0
  grt_max_degree: 28
  grt_overflow_total: 0
  grt_pass1_vias: 890
  grt_pass1_wl_um: 4188
  track_usage_pct: 3.728
cts:
  cts_tree: "built"
  clockRootBuffer: "clkbuf_8"
  numCtsBuffers: 3
  htree_levels: 1
  hold_buffers: 0
  cts_setup_buffers: 0
  path_clk_slew_ps: 90
  cts.sinks: 27
  cts_buffer_depth: 2
  cts_repair_resize_count: 0
  clock.latency.late_pin_ps: 270
pwr:
  ir_worst_vdd_mv: 0.1574
  powerDensity_nw_per_um2: 276.1
  pwr-share-seq_pct: 63.0
  p_sw_share_pct: 20.14
  clockPowerShare_pct: 35.4
  p_sw_w: 0.00008500
  finalPower_w: 0.0004221
  pwr-share-comb_pct: 1.5
  p_leak_nw: 0.6414
  internal-power_w: 0.0003371
hold_path:
  holdPathEnd: "cnt[0]"
  holdCritStartpoint: "cnt[0]"
  hold_depth: 1
  hp-class: "reg -> reg"
floorplan:
  fp_util_pct: 16.30
  die_w_um: 113
  core_area_sq_um: 8299
  die_height_um: 113
  chipArea_sq_um: 12770
  rows: 33
  io_pins: 3
detailed_routing:
  wl_um: 2436
  route.detailed.drc: 0
  wl_met2_um: 1019
  diodes: 0
  drt_iter0_drc: 49
  ant_nets: 0
  highest_layer: "met4"
  m1WireLength_um: 1328
  vias_per_cell: 3.928
  wire_per_inst_um: 10.32
  dr_total_vias: 927
  drt_pass1_iterations: 4
  met3WireLength_um: 77
placed_design:
  port_buffers: 2
  place_hpwl_um: 1706
  dpl.cell_count: 232
  gp_congestion: 0.8132
  dp_worst_setup_slack_ps: 2215
==> final cells by class <==
type                       instances  area [sq um]
fill                             906          6770
inverter                           2         7.507
tap                              105         131.4
multi-input combinational         94         633.1
timing repair buffer               4         35.03
sequential                        27         676.9
clock buffer                       4         45.04
==> worst max-delay path by stage <==
stage	to	slack, ps	cells after the start
4_1_cts	ld	1980	1
5_1_grt	ld	1940	1
6_report	ld	2000	1
==> routing by layer <==
metal,GRT usage (%),up-vias
li1,-,473
met1,6.055,441
met2,5.069,11
met3,0.6410,2
met4,0.4230,0
met5,0,-
==> cell usage after synthesis <==
master	instances	area (sq um)
dfstp_2	1	26.28
or4b_1	1	10.01
nor4_2	1	12.51
and2b_1	1	7.510
nor3_1	1	5.000
nor4_4	1	21.27
nand2_1	11	41.29
and3_1	2	12.51
nand4b_1	1	8.760
inv_1	2	7.510
clkbuf_2	1	5.000
nand4_2	1	12.51
dfrtp_1	26	650.6
a31o_2	1	8.760
or2_2	1	6.260
o21ai_0	2	10.01
buf_6	2	22.52
nor2_1	9	33.78
and2_1	1	6.260
nor4_1	2	12.51
and4_1	6	52.55
and3_2	1	7.510
ha_1	1	12.51
nand4bb_1	1	11.26
o41ai_1	2	17.52
buf_4	1	7.510
or3_1	2	12.51
or4_1	3	22.52
xor2_1	11	96.34
a21oi_1	8	40.04
xnor2_1	6	52.55
o31ai_1	3	22.52
nand3_1	9	45.04
nand4_1	5	31.28
==> stage by stage <==
step                hold slack, ps  area (sq um)
floorplan                    444.0          1353
global route                 505.9          1529
detailed placement           472.4          1484
CTS                          482.7          1529
finish                       479.9          1529
global placement             460.7          1484
==> flip-flops by register name, summed over array words and instances (netlist names) <==
register  count
cnt          26
ld            1
==> power by group through the flow <==
stage | Sequential (W) | Clock (W) | Combinational [W]
6_report | 0.000266 | 0.000150 | 0.00000648
5_1_grt | 0.000266 | 0.000163 | 0.00000762
4_1_cts | 0.000266 | 0.000155 | 0.00000701
==> cells by family after synthesis <==
logic type | Yosys count | synth area share (%)
buf+inv | 6 | 3.145
flops | 27 | 50.05
simple gates | 60 | 27.57
compound gates | 16 | 7.308
fa+ha+maj | 1 | 0.9249
xor+xnor | 17 | 11.01
Power is estimated from default activity; no workload was simulated.
